==> flow/design.v <==
module ALU(in1, in2, ALUCtl, Sign, out, zero);
	input [31:0] in1, in2;
	input [4:0] ALUCtl;
	input Sign;
	output reg [31:0] out;
	output zero;
	assign zero = (out == 0);
	wire ss;
	assign ss = {in1[31], in2[31]};
	wire lt_31;
	assign lt_31 = (in1[30:0] < in2[30:0]);
	wire lt_signed;
	assign lt_signed = (in1[31] ^ in2[31])? 
		((ss == 2'b01)? 0: 1): lt_31;
	always @(*)
		case (ALUCtl)
			5'b00000: out <= in1 & in2;
			5'b00001: out <= in1 | in2;
			5'b00010: out <= in1 + in2;
			5'b00110: out <= in1 - in2;
			5'b00111: out <= {31'h00000000, Sign? lt_signed: (in1 < in2)};
			5'b01100: out <= ~(in1 | in2);
			5'b01101: out <= in1 ^ in2;
			5'b10000: out <= (in2 << in1[4:0]);
			5'b11000: out <= (in2 >> in1[4:0]);
			5'b11001: out <= ({{32{in2[31]}}, in2} >> in1[4:0]);
			default: out <= 32'h00000000;
		endcase
endmodule
module EX(ID_ALUSrc1, ID_ALUSrc2, ID_ALUCtl, ID_ALU_Sign, ID_shamt, ID_DataBusA, ID_DataBusB, ID_Imm, ID_MemtoReg,
MEMForwardSrc, WBForwardSrc, Forward1, Forward2, MEM_ALUOut, MEM_WrData, PC_EX);
	input [1:0] ID_MemtoReg;
	input ID_ALUSrc1;
	input ID_ALUSrc2;
	input [4:0] ID_ALUCtl;
	input ID_ALU_Sign;
	input [4:0] ID_shamt;
	input [31:0] ID_DataBusA;
	input [31:0] ID_DataBusB;
	input [31:0] ID_Imm;
	input [31:0] PC_EX;
	input [31:0] MEMForwardSrc;
	input [31:0] WBForwardSrc;
	input [1:0] Forward1;
	input [1:0] Forward2;
	output wire [31:0] MEM_WrData;
	output wire [31:0] MEM_ALUOut;
	wire [31:0] ALUOut;
	wire [31:0] ALU_in1;
	wire [31:0] ALU_in2;
	wire MEM_ALU_Zero;
	assign ALU_in1 = ID_ALUSrc1 ? {17'h00000, ID_shamt}: ((Forward1==2'b00) ? ID_DataBusA : ((Forward1 == 2'b10) ? WBForwardSrc : MEMForwardSrc));
	assign ALU_in2 = ID_ALUSrc2 ? ID_Imm               : ((Forward2==2'b00) ? ID_DataBusB : ((Forward2 == 2'b10) ? WBForwardSrc : MEMForwardSrc));
	ALU alu1(.in1(ALU_in1), .in2(ALU_in2), .ALUCtl(ID_ALUCtl), .Sign(ID_ALU_Sign), .out(ALUOut), .zero(MEM_ALU_Zero));
	assign MEM_ALUOut = (ID_MemtoReg == 2'b11)? (PC_EX) :((ID_MemtoReg == 2'b10) ? (PC_EX + 32'd4) : ALUOut);
	assign MEM_WrData = ((Forward2==2'b00) ? ID_DataBusB : ((Forward2 == 2'b10) ? WBForwardSrc : MEMForwardSrc));
endmodule
==> flow/run.sh <==
#!/bin/bash
# OpenROAD 26Q1-2900-gdf79404cd8, Yosys 0.63+post, stock flow scripts
make -C /OpenROAD-flow-scripts/flow DESIGN_CONFIG=/design/flow/config.mk WORK_HOME=/design/flow/orfs finish
==> flow/config.mk <==
export PLATFORM = sky130hd
export DESIGN_NAME = EX
export DESIGN_NICKNAME = EX
export VERILOG_FILES = /design/flow/design.v
export SDC_FILE = /design/flow/constraint.sdc
export NUM_CORES = 4
export LEC_CHECK = 1
export CORE_UTILIZATION = 50
==> flow/constraint.sdc <==
current_design EX

set clk_period 21.7
set clk_io_pct 0.2

create_clock -name clk0 -period $clk_period

set non_clock_inputs [all_inputs -no_clocks]
set_input_delay [expr $clk_period * $clk_io_pct] -clock clk0 $non_clock_inputs
set_output_delay [expr $clk_period * $clk_io_pct] -clock clk0 [all_outputs]
==> qor_table.md <==
| Parameter | This run | Unit |
|:---|:---|:---|
| DRC | 0 | - |
| Share of the synthesized area in the top cell type | 10.7 | % |
| Top area cells in the synthesized netlist | ha_1 (11%), mux2i_1 (9.0%), nand2_1 (5.8%), a21oi_1 (5.7%), nor2_1 (5.1%) | - |
| Total cells reported by yosys after synthesis | 1,971 | - |
| Final hold violation count | 0 | - |
| Yosys Warn Count | 1 | - |
| Residual antenna-violating net count after detailed routing | 0 | - |
| Iter 0 DRT Violations | 2,332 | - |
| Chip Width | 162 | um |
| Total GRT Usage | 50.8 | % |
| CP Launch Type | primary input | - |
| Pin count of the biggest net entering global routing | 72 | - |
| Number of distinct library cells after synthesis | 97 | - |
| Seq/Total Area, Yosys | 0 | % |
| Power density of the placed cells | 34.3 | mW/mm2 |
| Data arrival, critical path | 10.46 | ns |
| Half-perimeter wire length after detailed placement | 53,400 | um |
| Worst Hold Path EP | MEM_WrData[2] | - |
| Startpoint of the most critical hold path | Forward2[0] | - |
| Growth of design area from synthesis to finish | 21.3 | % |
| Final clock period utilization by the worst path | 68.2 | % |
| Post-Syn Instances | 1,971 | - |
| Leakage power figure | 6.43 | nW |
| VDD IR max | 21.3 | uV |
| Largest area contributor in the netlist | ha_1 | - |
| Tmin final | 14.80 | ns |
| Setup Crit Path Kind | in -> out | - |
| Number of max-capacitance violations reported | 0 | - |
| Slew at the pin closest to its max-slew limit | 1.04 | ns |
| Initial standard-cell utilization of the core | 51.0 | % |
| Wire length after detailed routing | 67,300 | um |
| Max-slew violation total from the final report | 0 | - |
| Endpoints failing setup | 0 | - |
| Global placer's final weighted congestion | 1.19 | - |
| Unrepaired setup endpoints after global routing | no | - |
| Hold Worst Slack | 9.46 | ns |
| Maximum frequency from static timing analysis | 67.6 | MHz |
| Number of instances resized during post-cts repair | 0 | - |
| Buffers inserted by post-CTS timing repair | 0 | - |
| Chip area estimate from yosys synthesis | 0.0128 | mm2 |
| Antenna violations before repair | 2 | - |
| Flip-flop and latch area | 0 | um2 |
| Layout cell share with drive strength beyond 1 | 6.86 | % |
| I/O Pins | 275 | - |
| Endpoint class of the critical path | primary output | - |
| First-pass iteration count of the detailed router | 8 | - |
| Data required time of the critical path | 17.36 | ns |
| Setup total negative slack | 0 | ns |
| Count of filler cells inserted in the layout | 2,202 | - |
| Hold Path Stages | 4 | - |
| Port Buffer Count | 275 | - |
| Die area | 0.0263 | mm2 |
| Status | finished, final reports clean | - |
| Total via count after detailed routing | 16,900 | - |
| Chip height | 162 | um |
| Number of warnings in the stage logs | 110 | - |
| Inserted Diodes | 0 | - |
| Syn avg cell area | 6.51 | um2 |
| Number of flip-flops and latches | 0 | - |
| Placeable core region | 0.0252 | mm2 |
| Global route total overflow | 0 | - |
| Biggest fanout along the worst timing path | 62 | - |
| Total standard cell area after synthesis | 0.0128 | mm2 |
| Most frequent cells after synthesis | nand2_1 (199), nor2_1 (176), a21oi_1 (145) | - |
| Wire length per cell | 27.4 | um |
| Hold/Removal Path Class | in -> out | - |
| Total of hold buffers inserted after clock tree synthesis | 0 | - |
| Most numerous cell in the Yosys netlist | nand2_1 | - |
| Layout clock buffer count | 0 | - |
| Via count of the first global-routing pass | 15,500 | - |
| Worst slew margin | 28.5 | % |
| Post-DR vias/cell | 6.88 | - |
| Cell row count | 58 | - |
| Global-route wire length before repair | 98,600 | um |
==> power breakdown <==
group | total, mW | internal, mW | switching [mW]
Combinational | 0.534 | 0.197 | 0.337
Sequential | 0 | 0 | 0
Clock | 0 | 0 | 0
==> cells by family after synthesis <==
group | synth area share, %
multiplexers | 12.4
adder cells (fa/ha/maj) | 11.0
AND/OR/NAND/NOR | 23.2
AND-OR/OR-AND | 39.5
buffers and inverters | 10.8
XOR/XNOR | 3.14
==> worst max-delay path: stages <==
cell and delay (ns):
buf_2 0.10, buf_4 0.29, nor2_1 0.44, a221o_2 0.72
buf_4 0.60, ha_1 0.31, inv_1 0.10, o221ai_1 0.32
nand3_1 0.19, a2111oi_2 0.86, o211ai_2 0.19, nand2_1 0.16
o41a_1 0.43, mux2_2 0.40, a2111oi_2 0.40, o22ai_1 0.14
clkdlybuf4s50_1 0.42
==> cell type report <==
| type | count | area (um2) | area share, % |
|---|---|---|---|
| Inverter | 153 | 578 | 3.71 |
| Multi-Input combinational cell | 1653 | 11500 | 73.9 |
| Tap cell | 330 | 413 | 2.65 |
| Timing Repair Buffer | 322 | 3080 | 19.8 |
==> how the worst max path moves through the flow <==
| stage | startpoint | endpoint | cells after the start |
|---|---|---|---|
| CTS | Forward1[0] | MEM_ALUOut[31] | 17 |
| global route | Forward1[0] | MEM_ALUOut[31] | 17 |
| finish | Forward1[0] | MEM_ALUOut[31] | 17 |
==> cell usage in the layout, fill, tap and decap left out, types with 10 or more instances in the layout <==
cell type and count:
a221oi_1 41, and3_1 18, a221o_1 22, o22ai_1 19
nand2_1 199, nand4_1 16, nor3b_1 25, nand3_1 41
xor2_1 18, inv_1 142, nor2b_1 37, a31oi_1 28
buf_4 47, o21bai_1 10, mux2i_1 115, xnor2_1 28
o31ai_1 15, a21o_1 13, a21oi_1 145, ha_1 110
mux2_2 26, o21a_1 16, o221ai_1 16, o21ai_0 129
a211o_1 34, a22oi_1 15, nor3_1 37, o211ai_1 37
nor2_1 176, clkdlybuf4s50_1 269, a211oi_1 77, nand2b_1 37
==> per-layer routing <==
layer	global-route usage, %	share of wire [%]	vias to the layer above
met2	72.9	40	1297
met4	30.8	7.6	2
met5	0	0.012	-
met1	65.4	38	7740
li1	-	-	7595
met3	17.1	14	281
==> metrics by stage <==
step / total power, mW / util [%] / setup slack, ns / instance area [um2] / std cells
6_report: 0.534 / 61.8 / 6.90 / 15600 / 2458
5_1_grt: 0.558 / 61.8 / 6.77 / 15600 / 2458
4_1_cts: 0.506 / 61.8 / 7.12 / 15600 / 2458
3_5_place_dp: 0.504 / 61.8 / 7.15 / 15600 / 2458
3_3_place_gp: 0.502 / 61.8 / 7.25 / 15600 / 2458
2_1_floorplan: 0.311 / - / 9.15 / 12800 / 1971
Power and IR drop assume default switching activity.
