### ./run.sh
#!/bin/bash
# OpenROAD 26Q1-2900-gdf79404cd8, Yosys 0.63+post, stock flow scripts
make -C /OpenROAD-flow-scripts/flow DESIGN_CONFIG=/design/flow/config.mk WORK_HOME=/design/flow/orfs finish
### ./config.mk
export PLATFORM = sky130hd
export DESIGN_NAME = DataMemory
export DESIGN_NICKNAME = DataMemory
export VERILOG_FILES = /design/flow/design.v
export SDC_FILE = /design/flow/constraint.sdc
export NUM_CORES = 4
export LEC_CHECK = 1
export CORE_UTILIZATION = 50
export SYNTH_MEMORY_MAX_BITS = 65536
### ./constraint.sdc
current_design DataMemory

set clk_period 171.5
set clk_io_pct 0.2

create_clock -name clk0 -period $clk_period [get_ports {clk}]

set non_clock_inputs [all_inputs -no_clocks]
set_input_delay [expr $clk_period * $clk_io_pct] -clock clk0 $non_clock_inputs
set_output_delay [expr $clk_period * $clk_io_pct] -clock clk0 [all_outputs]
### ./design.v
module DataMemory( clk, Address, Write_data, Read_data, MemRead, MemWrite);
	input clk;
	input [31:0] Address, Write_data;
	input MemRead, MemWrite;
	output reg [31:0] Read_data;
	parameter RAM_SIZE = 512;
	parameter RAM_SIZE_BIT = 9;
	reg [31:0] RAM_data[RAM_SIZE - 1: 0];
	integer i;
	always @(posedge clk)
	begin
	   if (MemWrite)
		  RAM_data[Address[RAM_SIZE_BIT + 1:2]] <= Write_data;
	   if(MemRead)
	       Read_data <= RAM_data[Address[RAM_SIZE_BIT + 1:2]];
	   else
	       Read_data <= 32'h0;
    end      
endmodule
==> impl_metrics.ini <==
; synthesis and place-and-route metrics
[place]
dp.final_hpwl_um = 1115000
gp_congestion = 0.9257
pre_cts_slack_ps = 128650
io_port_bufs = 75

[drt]
initialDrtViolationCount = 21430
routed_wl_um = 1871000
final_antenna_net_count = 0
drtPass1Iterations = 6
route.detailed.drc = 0
avgRoutedWirePerCell_um = 37.85
viasPerCell = 6.271
detailroute.via_count = 310020

[final_timing]
max_slew_margin = -0.01539
report.final.slew_viol_count = 2
final_min_period_over_clock_period = 0.2416
clock_skew_ps = 89.51
final_period_minus_worst_setup_slack_ps = 41440
post-route-worst-setup-slack_ps = 130070
f_max_mhz = 24.13
setup-violations-final = 0
finalHoldViolCount = 0
setup-tns-final_ps = 0
worst-slew-pin-transition_ps = 1509
grt_setup_unrepaired = no
worst_hold_slack_ps = 980.0

[cells_and_area]
finish.utilization = 0.5718
layout.filler_cells = 88264
share_of_layout_cells_above_drive_strength_1 = 0.2353
area.combinational_sq_mm = 0.1305
layout-area-overhead-vs-synth_pct = 13.91
regArea_sq_mm = 0.4926

[flow_run]
number_of_maximum_capacitance_violations = 1
log.warning_count = 64

[cts]
cts_resized = 0
tritoncts = built
cts_inserted_buffers = 1697
clock_tree.buffer_depth = 6
numClockSinks = 16416
cts-htree-levels = 7
holdBufCountCts = 0
worst_skew_pair.late_latency_ps = 1350
postCtsSetupRepairBufs = 0
clock_pin_slew_on_the_worst_setup_and_hold_paths_ps = 60
ctsRootBufferMaster = clkbuf_16

[logic_synthesis]
postSynthSeqShare = 0.7870
synthTopCellsByCount = edfxtp_1 (16384), mux2i_1 (3387), mux4_2 (2669), o22ai_1 (1093), a22oi_1 (1078)
enable_flop_cells = 16384
synth_area_sq_mm = 0.6259
ys.flop_type = edfxtp_1
numSynthFlops = 16416
avgSynthCellArea_sq_um = 21.39
synth_async_sr_flop_share = 0
share_of_the_synthesized_area_in_the_top_cell_type = 0.7860
synth.yosys.chip_area_sq_mm = 0.6259
synth_top_cell_by_count = edfxtp_1
syn_inst_count = 29269
yosysCellCount = 29269
netlist.top_cell.by_area = edfxtp_1
synthDistinctLibCells = 66
topCellsByArea = edfxtp_1 (79%), mux4_2 (9.6%), mux2i_1 (5.4%), a22oi_1 (1.3%), o22ai_1 (1.1%)
ys.warnings.count = 1

[setup_path]
crit_path_frequent_cell = buf_4
crit_path_cell_trace = buf_16 > buf_4 > buf_4 > buf_4 > buf_4 > buf_4 > buf_4 > buf_4 > buf_4 > mux2i_1 > o22ai_1 > nor4_1 > buf_4 > o211ai_1 > o21ai_1 > buf_4 > nand4_1 > o31a_1
worst-endpoint-required_ps = 172720
rrSetupSlack_ps = 167090
criticalPathCategory = input port to flop
worst-endpoint-arrival_ps = 42660
critical_path_launch_point_type = input port
timing.critical_path.fanout_max = 64
worst_path_largest_cell_delay_ps = 1130
worst_path_max_delay_cell = nor4_1
end_kind = flop

[floorplan]
fp_util = 0.5019
die-area_sq_mm = 1.256
die_w_um = 1121
rows = 410
dieHeight_um = 1121
core_area_sq_mm = 1.247
design.portCount = 99

[global_routing]
grt_pass1_wl_um = 2575000
grt_pass1_vias = 334217
global_route.usage.total = 0.3380
grt_antenna_before_repair = 126
grt_max_degree = 127
globalRoute.totalOverflow = 0

[min_path]
hold_removal_path_class = flop to flop

[power]
static-leakage-power_nw = 229.5
finalPower_w = 0.008316
worst_ir_drop_vdd_v = 0.00001007
power_density_mw_per_mm2 = 11.66

[status]
failed_checks = capacitance limit, slew limit
status = finished, violations left
path summary, 6_finish.rpt:
kind	start	to	cells after the start
setup / recovery	Address[3]	Read_data[15]	18
hold reg to reg	RAM_data[106][29]	Read_data[29]	6
setup reg to reg	RAM_data[212][0]	Read_data[0]	7
hold / removal	RAM_data[106][29]	Read_data[29]	6
metal layers:
layer / global-route usage / vias up / routed length (um)
met4: 0.1528 / 160 / 117200
met2: 0.4514 / 23103 / 834600
met3: 0.3117 / 3850 / 404900
met5: 0.05296 / - / 8751
li1: - / 128183 / -
met1: 0.3702 / 154724 / 505800
final cells by class:
| type | count | share of cell area |
|---|---|---|
| tap | 16686 | 0.02928 |
| sequential | 16416 | 0.6909 |
| antenna | 179 | 0.0006282 |
| timing repair buffer | 2036 | 0.02273 |
| multi-input combinational | 11107 | 0.1830 |
| inverter | 11 | 0.00007896 |
| clock buffer | 2093 | 0.06242 |
| clock inverter | 907 | 0.01091 |
through the flow:
step,cells,cell area (sq um)
detailed placement,46256,660300
finish,49435,713000
CTS,49256,712600
floorplan,29269,625900
global route,49350,712800
global placement,46256,660300
report_power, final:
part,internal [W],switching [W]
combinational,0.000123,0.000260
clock,0.00203,0.00148
sequential,0.00442,0.00000587
kinds of logic (layout without fill, tap and decap cells):
kind of cell    count (synthesis)  after routing  synth area share
flops                       16416          16416            0.7870
mux                          6085           6085            0.1507
compound gates               3095           3095           0.03412
simple gates                 1927           1927           0.01546
buf+inv                      1746           5047           0.01267
other cells                     0            179                 0
registers in the layout, indices dropped and copies added, names as in the netlist:
name and cells:
RAM_data 16384, Read_data 32
critical path: cells and delay by family:
family / cells / cell delay, ps
buffers and inverters: 11 / 5320
AND/OR/NAND/NOR: 2 / 1580
AND-OR/OR-AND: 4 / 840
multiplexers: 1 / 260
cell usage in the layout (no fill, tap or decap), drive strengths merged, types with 25 or more instances in the layout:
cell               n
edfxtp         16384
mux2i           3387
mux4            2669
clkbuf          2095
buf             2001
o22ai           1093
a22oi           1078
clkinv           717
nor2             600
nand3            344
nor4             285
o21ai            260
and3             234
o211ai           230
nand2            201
diode            179
nand4            148
bufinv           133
a21oi             85
a32oi             60
a22o              50
nor3              46
o31ai             36
clkinvlp          35
clkdlybuf4s50     33
inv               33
dfxtp             32
mux2              29
a31oi             26
o31a              26
a221oi            25
Power is estimated from default activity; no workload was simulated.
