[design/flow/config.mk]
export PLATFORM = sky130hd
export DESIGN_NAME = ID
export DESIGN_NICKNAME = ID
export VERILOG_FILES = /design/flow/design.v
export SDC_FILE = /design/flow/constraint.sdc
export NUM_CORES = 4
export LEC_CHECK = 1
export CORE_UTILIZATION = 50
[design/flow/constraint.sdc]
current_design ID

set clk_period 12.1
set clk_io_pct 0.2

create_clock -name clk0 -period $clk_period [get_ports {clk}]

set non_clock_inputs [all_inputs -no_clocks]
set_input_delay [expr $clk_period * $clk_io_pct] -clock clk0 $non_clock_inputs
set_output_delay [expr $clk_period * $clk_io_pct] -clock clk0 [all_outputs]
[design/flow/design.v]
module ALUControl(ALUOp, Funct, ALUCtl, Sign);
	input [3:0] ALUOp;
	input [5:0] Funct;
	output reg [4:0] ALUCtl;
	output Sign;
	parameter aluAND = 5'b00000;
	parameter aluOR  = 5'b00001;
	parameter aluADD = 5'b00010;
	parameter aluSUB = 5'b00110;
	parameter aluSLT = 5'b00111;
	parameter aluNOR = 5'b01100;
	parameter aluXOR = 5'b01101;
	parameter aluSLL = 5'b10000;
	parameter aluSRL = 5'b11000;
	parameter aluSRA = 5'b11001;
	assign Sign = (ALUOp[2:0] == 3'b010)? ~Funct[0]: ~ALUOp[3];
	reg [4:0] aluFunct;
	always @(*)
		case (Funct)
			6'b00_0000: aluFunct <= aluSLL;
			6'b00_0010: aluFunct <= aluSRL;
			6'b00_0011: aluFunct <= aluSRA;
			6'b10_0000: aluFunct <= aluADD;
			6'b10_0001: aluFunct <= aluADD;
			6'b10_0010: aluFunct <= aluSUB;
			6'b10_0011: aluFunct <= aluSUB;
			6'b10_0100: aluFunct <= aluAND;
			6'b10_0101: aluFunct <= aluOR;
			6'b10_0110: aluFunct <= aluXOR;
			6'b10_0111: aluFunct <= aluNOR;
			6'b10_1010: aluFunct <= aluSLT;
			6'b10_1011: aluFunct <= aluSLT;
			default: aluFunct <= aluADD;
		endcase
	always @(*)
		case (ALUOp[2:0])
			3'b000: ALUCtl <= aluADD;
			3'b001: ALUCtl <= aluSUB;
			3'b100: ALUCtl <= aluAND;
			3'b110: ALUCtl <= aluOR;
			3'b101: ALUCtl <= aluSLT;
			3'b010: ALUCtl <= aluFunct;
			default: ALUCtl <= aluADD;
		endcase
endmodule
module Control(OpCode, Funct, RegimmFunct,
	PCSrc, Branch, RegWrite, RegDst, 
	MemRead, MemWrite, MemtoReg, 
	ALUSrc1, ALUSrc2, ExtOp, LuOp, ALUOp, Exception, Interrupt);
	input [5:0] OpCode;
	input [5:0] Funct;
	input [1:0] RegimmFunct;
	input Interrupt;
	output [1:0] PCSrc;
	output [2:0] Branch;
	output RegWrite;
	output [1:0] RegDst;
	output MemRead;
	output MemWrite;
	output [1:0] MemtoReg;
	output ALUSrc1;
	output ALUSrc2;
	output ExtOp;
	output LuOp;
	output [3:0] ALUOp;
	output Exception;
	assign PCSrc[1:0] = 
		(OpCode == 6'h02 || OpCode == 6'h03)? 2'b01 :
		(OpCode == 6'h00 && (Funct ==6'h08 || Funct == 6'h09)) ? 2'b10 :
		2'b00;
	assign Branch =
		(OpCode == 6'h04) ? 3'b001:
		(OpCode == 6'h05) ? 3'b010:
		(OpCode == 6'h06) ? 3'b011:
		(OpCode == 6'h07) ? 3'b100:
		(OpCode == 6'h01 && RegimmFunct[0] == 0) ? 3'b101:
		(OpCode == 6'h01 && RegimmFunct[0] == 1) ? 3'b110:
		(OpCode == 6'h02 || OpCode == 6'h03)? 3'bXXX :
		(OpCode == 6'h00 && (Funct ==6'h08 || Funct == 6'h09)) ? 3'bXXX :
		3'b000;
	assign RegWrite = 
	    (Exception || Interrupt) ? 1'b1 :
		(OpCode == 6'h2b || OpCode == 6'h04 || OpCode == 6'h02) ? 1'b0 :
		(OpCode == 6'h05 || OpCode == 6'h06 || OpCode == 6'h07) ? 1'b0 :
		(OpCode == 6'h00 && Funct == 6'h08) ? 1'b0 :
		(OpCode == 6'h01 && RegimmFunct[1] == 0) ? 1'b0 :
		1'b1;
	assign RegDst[1:0] = 
		(OpCode == 6'h00 && (Funct == 6'h08)) ? 2'bX :
		(OpCode == 6'h02 || OpCode == 6'h04 || OpCode == 6'h2b) ? 2'bX :
		(OpCode == 6'h05 || OpCode == 6'h06 || OpCode == 6'h07) ? 2'bX :
		(OpCode == 6'h03 || OpCode == 6'h01) ? 2'b10 :
		(OpCode == 6'h0a || OpCode == 6'h0b || OpCode == 6'h0c || OpCode == 6'h08 || OpCode == 6'h09 || OpCode == 6'h23 || OpCode == 6'h0f ||OpCode == 6'h0d) ? 2'b00 :
		2'b01;
	assign MemRead =
		(OpCode == 6'h23) ? 1 : 0;
	assign MemWrite = 
		(OpCode == 6'h2b) ? 1 : 0;
	assign MemtoReg[1:0] = 
	    (Exception) ? 2'b10 :
	    (Interrupt) ? 2'b11 :
		(OpCode == 6'h23) ? 2'b01 :
		(OpCode == 6'h03) ? 2'b10 :
		(OpCode == 6'h01) ? 2'b10 :
		(OpCode == 6'h00 && Funct == 6'h09) ? 2'b10 :
		(OpCode == 6'h02 || OpCode == 6'h04) ? 2'bXX :  
		(OpCode == 6'h00 && Funct == 6'h08) ? 2'bXX :
		(OpCode == 6'h05 || OpCode == 6'h06 || OpCode == 6'h07) ? 2'bXX :
		2'b00;
	assign ALUSrc1 = 
		(OpCode == 6'h00 && (Funct == 6'h00 || Funct==6'h02 || Funct == 6'h03)) ? 1'b1 :
		(OpCode == 6'h00 && (Funct == 6'h08 || Funct==6'h09)) ? 1'bX :
		(OpCode == 6'h02 || OpCode == 6'h03) ? 1'bX :
		1'b0;
	assign ALUSrc2 = 
		(OpCode == 6'h23 || OpCode == 6'h2b || OpCode == 6'h0f || OpCode == 6'h08 || OpCode == 6'h09 || OpCode == 6'h0c || OpCode == 6'h0a || OpCode == 6'h0b || OpCode == 6'h0d) ? 1'b1 :
		(OpCode == 6'h00 && (Funct == 6'h08 || Funct==6'h09)) ? 1'bX :
		(OpCode == 6'h02 || OpCode == 6'h03) ? 1'bX :
		1'b0;
	assign ExtOp = 
		(OpCode == 6'h0c || OpCode == 6'h0d) ? 1'b0 :
		(OpCode == 6'h00) ? 1'bX :
		(OpCode == 6'h02 || OpCode == 6'h03) ? 1'bx :
		(OpCode == 6'h0f) ? 1'bX :
		1'b1;
	assign LuOp = 
		(OpCode == 6'h0f) ? 1'b1 :
		(OpCode == 6'h00) ? 1'bX :
		(OpCode == 6'h02 || OpCode == 6'h03) ? 1'bx :
		1'b0;
	assign Exception = 
	     (OpCode == 6'h23 || OpCode == 6'h2b || OpCode == 6'h0f) ? 1'b0 : 
	     (OpCode >= 6'h00 && OpCode <= 6'h0d) ? 1'b0 :
	     1'b1;
	assign ALUOp[2:0] = 
		(OpCode == 6'h00)? 3'b010: 
		(OpCode == 6'h04)? 3'b001: 
		(OpCode == 6'h0c)? 3'b100: 
		(OpCode == 6'h0d)? 3'b110: 
		(OpCode == 6'h0a || OpCode == 6'h0b)? 3'b101: 
		3'b000;
	assign ALUOp[3] = OpCode[0];
endmodule
module ID(reset, clk, RegWrEn, RegWBDst, DataBusC, 
Instruction, MEMForwardSrc, WBForwardSrc, BranchSrcA, BranchSrcB, BranchCond, 
RegWrite, RegDest, MemRead, MemWrite, MemtoReg, ALUSrc1, ALUSrc2, ALUCtl, ALU_Sign, 
shamt, Imm, rs, rt, branchCmpA, branchCmpB, JumpTarget, Jump, EXForwardSrc, PC, Branch, Exception, Interrupt);
	input Interrupt;
	input reset;
	input clk;
	input RegWrEn;
	input [4:0] RegWBDst;
	input [31:0] DataBusC;
	input [31:0]Instruction;
	input [31:0]PC;
	input [31:0]MEMForwardSrc;
	input [31:0]WBForwardSrc;
	input [31:0]EXForwardSrc;
	input [1:0]BranchSrcA;
	input [1:0]BranchSrcB;
	output wire [1:0]Jump;
	output wire Branch;
	output reg BranchCond;
	output wire [31:0] JumpTarget;
	wire [31:0] JumpTarget_temp;
	assign JumpTarget_temp = (Jump != 2'b00) ? {PC[31:28], Instruction[25:0], 2'b00} : (PC + 32'd4 + ({{14{Instruction[15]}},Instruction[15:0],2'b00}));
	assign JumpTarget = {PC[31], JumpTarget_temp[30:0]};
	output Exception;
	wire Exception_temp;
	assign Exception = Exception_temp && (PC[31] == 1'b0);
	output wire RegWrite;
	output wire [4:0] RegDest;
	output wire MemRead;
	output wire MemWrite;
	output wire [1:0] MemtoReg;
	output wire ALUSrc1;
	output wire ALUSrc2;
	output wire [4:0] ALUCtl;
	output wire ALU_Sign;
	output wire [4:0] shamt;
	wire [31:0] DataBusA;
	wire [31:0] DataBusB;
	output wire [31:0] Imm;
	output wire [4:0] rs;
	output wire [4:0] rt;
	assign rs = Instruction[25:21];
	assign rt = Instruction[20:16];
	wire [1:0] RegDst;
	wire [3:0] ALUOp;
    wire ExtOp;
    wire LuOp;
	wire [2:0] BranchType;  
	wire [1:0] RegimmFunct;  
	assign Branch =  (BranchType == 3'b000) ? 1'b0 : 1'b1;
	assign RegimmFunct = {Instruction[20], Instruction[16]};
	Control control_inst(
	.OpCode(Instruction[31:26]), .Funct(Instruction[5:0]), .RegimmFunct(RegimmFunct),
	.PCSrc(Jump), .Branch(BranchType), .RegWrite(RegWrite), .RegDst(RegDst), 
	.MemRead(MemRead),	.MemWrite(MemWrite), .MemtoReg(MemtoReg),
	.ALUSrc1(ALUSrc1), .ALUSrc2(ALUSrc2), .ExtOp(ExtOp), .LuOp(LuOp),.ALUOp(ALUOp),
	.Exception(Exception_temp) ,.Interrupt(Interrupt));
	ALUControl alu_control_inst(.ALUOp(ALUOp), .Funct(Instruction[5:0]), .ALUCtl(ALUCtl), .Sign(ALU_Sign));
	assign RegDest = 
	   (Exception_temp || Interrupt) ? 5'd26 :
	   (RegDst == 2'b00)? Instruction[20:16]: (RegDst == 2'b01)? Instruction[15:11]: 5'b11111;
	wire [31:0] Ext_out;
	assign Ext_out = {ExtOp? {16{Instruction[15]}}: 16'h0000, Instruction[15:0]};
	assign Imm = LuOp? {Instruction[15:0], 16'h0000}: Ext_out;
	assign shamt = Instruction[10:6];
	RegisterFile register_file1(.reset(reset), .clk(clk), .RegWrite(RegWrEn), 
		.Read_register1(Instruction[25:21]), .Read_register2(Instruction[20:16]), .Write_register(RegWBDst),
		.Write_data(DataBusC), .Read_data1(DataBusA), .Read_data2(DataBusB));
	output wire [31:0] branchCmpA;  
	output wire [31:0] branchCmpB;  
	assign branchCmpA = (BranchSrcA == 2'b11) ? WBForwardSrc : ( (BranchSrcA == 2'b10) ? MEMForwardSrc : ((BranchSrcA == 2'b01) ? EXForwardSrc : DataBusA));
	assign branchCmpB = (BranchSrcB == 2'b11) ? WBForwardSrc : ( (BranchSrcB == 2'b10) ? MEMForwardSrc : ((BranchSrcB == 2'b01) ? EXForwardSrc : DataBusB));
	wire BranchCond_beq;
	wire BranchCond_bne;
	wire BranchCond_bgtz;
	wire BranchCond_blez;
	wire BranchCond_bgez;
	wire BranchCond_bltz;
	assign BranchCond_beq = (branchCmpA == branchCmpB) ? 1'b1 : 1'b0;
	assign BranchCond_bgez = (branchCmpA[31] == 0) ? 1'b1 : 1'b0;
	assign BranchCond_bltz = ~BranchCond_bgez;
	assign BranchCond_bgtz = BranchCond_bgez && (branchCmpA != 32'h0);
	assign BranchCond_blez = ~BranchCond_bgtz;
	assign BranchCond_bne = ~BranchCond_beq;
	always@(*)
	begin
	   case(BranchType)
	   3'b001:BranchCond<=BranchCond_beq;
	   3'b010:BranchCond<=BranchCond_bne;
	   3'b011:BranchCond<=BranchCond_blez;
	   3'b100:BranchCond<=BranchCond_bgtz;
	   3'b101:BranchCond<=BranchCond_bltz;
	   3'b110:BranchCond<=BranchCond_bgez;
	   default:BranchCond<=0;
	   endcase
	end
endmodule
module RegisterFile(reset, clk, RegWrite, Read_register1, Read_register2, Write_register, Write_data, Read_data1, Read_data2);
	input reset, clk;
	input RegWrite;
	input [4:0] Read_register1, Read_register2, Write_register;
	input [31:0] Write_data;
	output [31:0] Read_data1, Read_data2;
	reg [31:0] RF_data[31:1];
	assign Read_data1 = (Read_register1 == 5'b00000)? 32'h00000000: RF_data[Read_register1];
	assign Read_data2 = (Read_register2 == 5'b00000)? 32'h00000000: RF_data[Read_register2];
	integer i;
	always @(posedge reset or posedge clk)
		if (reset)
		begin
			for (i = 1; i < 32; i = i + 1)
			begin
			    if(i == 28)
			    begin
			      RF_data[i] <= 32'h00001800;
			    end
			    else if(i==29)
			    begin
			     RF_data[i] <= 32'h00000ffc;
			    end
			    else
			    begin
				RF_data[i] <= 32'h00000000;
				end
			end
	    end
		else if (RegWrite && (Write_register != 5'b00000))
			RF_data[Write_register] <= Write_data;
endmodule
[design/flow/run.sh]
#!/bin/bash
# OpenROAD 26Q1-2900-gdf79404cd8, Yosys 0.63+post, stock flow scripts
make -C /OpenROAD-flow-scripts/flow DESIGN_CONFIG=/design/flow/config.mk WORK_HOME=/design/flow/orfs finish
==> reports/results.txt <==
minimum clock period = 11.26 ns
Worst EP required = 9.68 ns
max_slew headroom = 0.114
hold path startpoint = register_file1.RF_data[16][1]
Iter 0 DRT Violations = 7173
Die Height = 335 um
Post-CTS Setup Inserts = 0
GRT busiest layer = met2
Simple-Gate Area Share = 0.114
dpl hpwl = 206000 um
FF-to-FF Start = register_file1.RF_data[1][18]
met3 Track Usage GR = 0.444
most frequent logic cell in the layout = mux2_2
delay of the slowest critical-path stage = 0.80 ns
fin crit share = 0.930
TritonCTS clock tree = built
initial antenna violation count = 35
CTS sink count = 992
global route total overflow = 0
vias per inst = 7.78
Finished Layout Cells = 6900
Die Wd = 335 um
Sw Pwr = 3.19 mW
Pint = 6.95 mW
Total Power = 10.1 mW
Slew @ Worst Pin = 1.32 ns
fa+ha+maj area frac = 0.0137
drt wl/cell = 45.7 um
die area = 0.112 sq mm
Top Layout Cells = 1059 x mux2_2, 980 x dfrtp_1, 621 x a22oi_1, 361 x clkdlybuf4s50_1, 345 x and3_1
Flops after synth = 992
cells in synth_stat.txt = 5011
first-pass GRT wire length = 425000 um
Skew-Pair Late Insertion Delay = 0.72 ns
DRC = 0
cts-stage hold buffer count = 0
pwr/cell area = 154 mW/mm^2
Initial Util = 0.506
Total Routed Length = 316000 um
Synth Warn # = 4
CP top delay family = simple AND/OR/NAND/NOR gates
Synth Flop Type = dfrtp_1
EDFF count, synth = 0
Most flops, register = register_file1.RF_data
Rows = 121
Comb pwr share = 0.187
CP Cell Sequence = clkdlybuf4s50_1 > buf_4 > nor2b_4 > buf_4 > and3_1 > a2111oi_0 > nand3_1 > or4_1 > a222oi_1 > nand3_1 > nor4_1 > a2111o_1 > o221ai_1 > or3b_1 > clkdlybuf4s50_1
Log Warnings = 49
DP Worst Slack = 1.09 ns
crit path capture type = output pin
WP buf/inv = 4
TritonCTS buffer count = 104
DR vias = 53700
CTS resizes = 0
Max Transition Viols Final = 0
Cell Type Count = 75
Crit Path Class = input port to output pin
CP Launch Type = input port
area of the core = 0.109 sq mm
leakage dissipation = 29.3 nW
post-synthesis cell count = 5011
Post-DRT Antenna Nets = 0
final core area utilization = 0.602
Max Cap Violations = 0
grt met1 use = 0.680
Setup TNS = 0 ns
share of cells above drive strength 1 = 0.320
clock power share = 0.348
mux frac, synth = 0.217
Crit Path Max Fanout = 25
Seq/Total Area, Yosys = 0.449
final critical-path setup slack = 0.845 ns
vias in the first global route = 51300
XORs/XNORs by Area = 0.00950
f_max = 88.8 MHz
Mapped Area = 0.0553 sq mm
YS chip area = 0.0553 sq mm
Clock Tree Root = clkbuf_16
post-route cell area = 0.0657 sq mm
sw frac = 0.314
Post-DP Area = 0.0619 sq mm
Syn Area/Cell = 11.0 sq um
GRT Overall Usage = 0.585
Worst setup startpoint = Instruction[21]
status = complete, no violations
Dominant comb cell = multiplexers
# IOs = 371
clock buffer depth = 3
fillers = 8900
first drt pass iteration count = 10
met2 usage = 0.735
number of flip-flops in the largest register = 992
Peak supply drop = 153 uV
final count of negative-setup-slack endpoints = 0
clk_skew = 0 ns
# port buffers = 370
GP Congestion = 1.12
Worst path slowest cell = or4_1
hold slack = 0.515 ns
RSZ-0062 raised after global routing = false
H-tree level count = 3
Synth-to-Final Area Change = 18.8%
top flop regs = register_file1.RF_data (992)
DP Cell Count = 6661
asr flop ratio synth = 1.00
clk slew on worst S/H paths = 0.06 ns
Final Hold Fails = 0
sequential share of power = 0.464
largest net degree at the start of global routing = 126
Critical Path AT = 8.84 ns
Hold Path Class = flip-flop to flip-flop
ao+oa area frac = 0.157
[cells by family (layout without fill, tap and decap cells)]
group | after synthesis | after routing
compound gates | 1160 | 1160
simple gates | 1124 | 1124
mux | 1065 | 1065
flops | 992 | 992
buf+inv | 550 | 918
fa+ha+maj | 60 | 60
xor+xnor | 60 | 60
other cells | 0 | 45
[area by class of cell]
| cell class | count | area (sq um) | area share |
|---|---|---|---|
| clock inverter | 57 | 744 | 0.0113 |
| timing repair buffer | 682 | 6060 | 0.0922 |
| antenna | 45 | 113 | 0.00171 |
| sequential | 992 | 24800 | 0.378 |
| multi-input combinational | 3469 | 29000 | 0.441 |
| tap | 1476 | 1850 | 0.0281 |
| inverter | 42 | 161 | 0.00245 |
| clock buffer | 137 | 2980 | 0.0454 |
[synth_stat cells (35+ instances only)]
cell	instances	area share
nand4_1	139	0.016
a221oi_1	38	0.0060
inv_1	41	0.0028
mux2_2	1059	0.22
clkbuf_1	397	0.027
a22oi_1	621	0.084
a2111oi_0	107	0.017
buf_1	62	0.0042
nor3_1	40	0.0036
dfrtp_1	980	0.44
and3_1	345	0.039
o22ai_1	35	0.0040
ha_1	59	0.013
nor2_1	143	0.0097
o21ai_0	83	0.0075
nor4_1	48	0.0054
a21o_1	37	0.0050
a21oi_1	66	0.0060
nand2_1	137	0.0093
nand3_1	119	0.011
[layer usage]
metal  part of all wire  vias up  wire length, um
li1                   -    20000                -
met1               0.33    26300           103000
met2               0.38     5454           120000
met3               0.19     1861            60600
met4              0.096       57            30200
met5             0.0064        -             2010
[power groups by stage]
| stage | registers, mW | logic [mW] | clock network (mW) |
|---|---|---|---|
| CTS | 4.64 | 1.82 | 3.54 |
| global route | 4.74 | 1.97 | 3.65 |
| finish | 4.71 | 1.90 | 3.53 |
[path summary, 6_finish.rpt]
kind,endpoint,slack [ns],cells past startpoint
max reg2reg,register_file1.RF_data[1][18],11.04,1
max in group asynchronous,register_file1.RF_data[9][4],7.07,6
min,register_file1.RF_data[16][1],0.52,1
max,BranchCond,0.84,15
min reg2reg,register_file1.RF_data[16][1],0.52,1
min in group asynchronous,register_file1.RF_data[30][21],2.08,2
Power figures rest on the tool's default switching activity, not on a simulated workload.
